===== design/flow/design.v =====
`timescale 1ns / 1ps
module clock(
  input clk, 
  input clr, 
  input hour_minute_opt, 
  input increase_time, 
  input am_pm_change,  
  input set_alarm, 
  input [6:0]sw, 
  output hour_strike,  
  output alarm, 
  output pm,  
  output [4:0]hour_show, 
  output [3:0]an, 
  output reg[6:0]a_to_g 
	 );
  reg [29:0] clk_cnt; 
  reg [3:0] NUM;  
  reg [17:0] switch ;  
  reg pm_flag ;  
  wire [7:0] second_h;  
  wire [7:0] second;  
  reg [7:0] minute;  
  reg [4:0] hour;  
  reg [4:0] hour_alarm;  
  reg [7:0] minute_alarm;  
  reg flag_increase_time;  
  always @(*)
    case(NUM)
      0:a_to_g=7'b0000001;
      1:a_to_g=7'b1001111;
      2:a_to_g=7'b0010010;
      3:a_to_g=7'b0000110;
      4:a_to_g=7'b1001100;
      5:a_to_g=7'b0100100;
      6:a_to_g=7'b0100000;
      7:a_to_g=7'b0001111;
      8:a_to_g=7'b0000000;
      9:a_to_g=7'b0000100;
      default: a_to_g=7'b0000001;
    endcase
  reg [3:0] c ;
  reg [7:0] q ;
  assign second = {c,q[3:0]};
  always @(*)
    begin
      c = second_h[7:0]/16 ;
      q = (second_h[7:0]%16) + (second_h[7:0]/16)*6 ;
      if(q/16)
        begin
          c = c + q/16 ;
          q = q%16 + (q/16)*6 ;
        end
      if(q/16)
        begin
          c = c + q/16 ;
          q = q%16 + (q/16)*6 ;
        end
      if(q/16)
        begin
          c = c + q/16 ;
          q = q%16 + (q/16)*6 ;
        end
      else if(q>=10)
              begin
                c = c + 1 ;
                q = q -10 ;
              end
    end
  always@(posedge clk or posedge clr)
    begin
      if(clr)
        begin
          clk_cnt = 0;
          minute = 0;
          hour = 0;
          hour_alarm = 8'b11111111; 
          minute_alarm = 8'b11111111; 
        end
      else
        begin
          clk_cnt = clk_cnt + 1;
            if(clk_cnt[28:21]>59)
              begin
                clk_cnt = 0;
                minute = minute + 1;
              end
            if(minute[3:0]>9) 
              begin
                minute = minute + 6;
              end
            if(minute[7:4]>5) 
              begin
                minute = 0;
                hour = hour + 1;
              end
            if(hour>23) 
              begin
                hour = 0;
              end
            if(increase_time && hour_minute_opt && !flag_increase_time)
              begin
                hour = hour + sw;
              end
            if(increase_time && !hour_minute_opt && !flag_increase_time)
              begin
                minute = minute + sw;
              end
            flag_increase_time = increase_time; 
            if(set_alarm && hour_minute_opt)
              begin
                hour_alarm = 0;
                hour_alarm = hour_alarm + sw[4:0];
              end
            if(set_alarm && !hour_minute_opt)
              begin
                minute_alarm = 0;
                minute_alarm = minute_alarm + sw;
              end
        end
    end
  always@(posedge am_pm_change) 
    pm_flag = ~ pm_flag ; 
  assign second_h = clk_cnt[28:21]; 
  assign an[0] = switch[15]||switch[16] ;
  assign an[1] = (~switch[15])||switch[16] ;
  assign an[2] = switch[15]||(~switch[16]) ;
  assign an[3] = (~switch[15])||(~switch[16]) ; 
  assign hour_strike = (minute == 0) && second[0] && (second < 17);
  assign hour_show = hour - 12*(pm_flag && (hour>12)) ;
  assign alarm = (hour == hour_alarm) && (minute == minute_alarm) && second[0] && (second <33) ;
  assign pm = pm_flag && (hour > 12) ;
  always @(posedge clk ) 
    begin
      if(clk)
      begin
        switch = switch + 1 ;
        if(switch[17])
          switch = 0 ;
      end
    end
  always @(*) 
    case(switch[16:15])
      1:NUM = second[7:4];
      0:NUM = second[3:0];
      2:NUM = minute[3:0];
      3:NUM = minute[7:4];
    endcase
endmodule

===== design/flow/run.sh =====
#!/bin/bash
# OpenROAD 26Q1-2900-gdf79404cd8, Yosys 0.63+post, stock flow scripts
make -C /OpenROAD-flow-scripts/flow DESIGN_CONFIG=/design/flow/config.mk WORK_HOME=/design/flow/orfs finish

===== design/flow/config.mk =====
export PLATFORM = sky130hd
export DESIGN_NAME = clock
export DESIGN_NICKNAME = clock
export VERILOG_FILES = /design/flow/design.v
export SDC_FILE = /design/flow/constraint.sdc
export NUM_CORES = 4
export LEC_CHECK = 1
export CORE_UTILIZATION = 30

===== design/flow/constraint.sdc =====
current_design clock

set clk_period 8.2
set clk_io_pct 0.2

create_clock -name clk0 -period $clk_period [get_ports {am_pm_change}]
create_clock -name clk1 -period $clk_period [get_ports {clk}]

set non_clock_inputs [all_inputs -no_clocks]
set_input_delay [expr $clk_period * $clk_io_pct] -clock clk0 $non_clock_inputs
set_output_delay [expr $clk_period * $clk_io_pct] -clock clk0 [all_outputs]

==> run notes <==
The implementation run finished. The clock arrives with 0.00939 ns of skew. Final-layout worst hold slack landed at 0.366 ns. Post-synth design cell area landed at 7030 um^2. Static leakage landed at 4.21 nW. After global routing the overflow that remains totals 0.

Required time of the critical path landed at 6.56 ns. Fraction of registers with async set or reset after synthesis landed at 0.743. The timing report gives the clock slew at the launch and capture registers of the worst setup and hold paths as 0.06 ns. The final layout report lists a filler cell count of 2265.

Synthesis warning total landed at 1. Horizontal die dimension landed at 155 um. The floorplan report gives the top-level pin count as 32. The synthesis report lists the most area-consuming cells as sky130_fd_sc_hd__dfrtp_1, sky130_fd_sc_hd__ha_1, sky130_fd_sc_hd__xnor2_1. Port buffer count landed at 30. Total vias in the final route landed at 6086. The commonest register cell is sky130_fd_sc_hd__dfrtp_1.

Count of final max-slew check failures landed at 0. Cell count of the worst hold path landed at 1. TritonCTS built the clock tree. Half-perimeter wire length after detailed placement landed at 12.8 mm.

STA classifies the critical path startpoint as a flip-flop. The iteration count recorded for the first detailed-route pass is 5. Along the worst path, the maximum fanout reaches 3. Setup repair after global routing could not meet its margin everywhere. Summed over all nets, wire length on met3 after detailed routing comes to 294 um. Top cell type's share of synthesized area landed at 0.149. Utilization after layout landed at 0.409. Counting the buffers created by CTS gives 9.

After the first detailed-routing iteration, the DRC count stood at 281. Overall die area landed at 24100 um^2. Routability-driven placement finished with a final weighted congestion of 0.855. Count of maximum capacitance violations landed at 0. In this run the layout overhead on the synthesized area is reported as 32.9%. For this sky-water flow run, the detailed-routed wirelength per cell is reported as 12.8 um.

Across all checked pins, the minimum headroom to the slew limit is 0.498. In the setup report, the worst path falls into the class reg -> out. Routed wire length landed at 16.5 mm.

The layout summary lists the proportion of cells stronger than drive strength 1 as 0.291. Floorplan core area landed at 22800 um^2. Once routing completed, OpenROAD measured the worst setup slack at -1.54 ns. Arrival time at the worst endpoint landed at 8.10 ns. Cell count after synthesis landed at 812. The number of antenna violations at the first check in global routing came to 0. Worst-case reg-to-reg path depth landed at 27. Yosys reports that the most numerous cell types are sky130_fd_sc_hd__nor2_1, sky130_fd_sc_hd__nand2_1, sky130_fd_sc_hd__ha_1, sky130_fd_sc_hd__inv_1, sky130_fd_sc_hd__xnor2_1. Initial cell density of the core landed at 0.308. The number of antenna diodes in the final layout is 0. Looking at the clock tree report, the H-tree level count equals 3. Note that the worst hold path type here is reg -> reg. Count of different cell masters after synthesis landed at 82.

Measured along the y axis, the die boundary spans 155 um. The tree is rooted in a sky130_fd_sc_hd__clkbuf_16. The cell type that accounts for the most area after synthesis is sky130_fd_sc_hd__dfrtp_1.

Global-route wire length before repair landed at 28.9 mm. In the routed design, unresolved DRC markers number 0. Sorting the synthesis cell report by count puts at the top sky130_fd_sc_hd__nor2_1. The worst setup path is captured at a primary output. The timing report shows that the slowest cell on the worst path is sky130_fd_sc_hd__fa_1. The timing report shows the most common cell along the critical path to be sky130_fd_sc_hd__ha_4. In the per-layer breakdown of the detailed-route log, met1 shows 8.40 mm. The transition time recorded at the tightest slew-check pin is 0.746 ns. After detailed routing, no signal wire sits above met4. The checks that failed: negative setup slack. Counting flops with a built-in enable in the synthesized netlist gives 1. Worst-case clock buffer depth landed at 2. Wire segments on met2 add up to 7.68 mm in the final route.

Cts-stage hold buffer count landed at 0. The flow reported a cell area power density of 265 nW/um^2. Largest voltage drop on the vdd net landed at 0.170 mV. Entering global routing, the biggest net connects 48 pins. Yosys reports a chip area of 7030 um^2. Final-report setup violation count landed at 9. Number of register bits inferred by synthesis landed at 74. In the Yosys report the total cell count is 812.

OpenROAD emitted warnings numbering 45. Register area share after synthesis landed at 0.254. Largest incremental delay on the critical path landed at 0.53 ns.

Remaining number of nets flagged by the antenna check after routing landed at 0. Per the post-synthesis stats, the area per cell is 8.66 um^2. The floorplan has 55 rows. Detail-routed via count per cell landed at 4.71.

The global routing report lists combined usage of all routing layers as 0.148. Count of final hold-check violations landed at 0. The flow ran to the end, but the final reports show violations. The number of global-route vias before repair came to 6002.
[worst max-delay path, delay by kind of cell (launching register included)]
kind / cells / cell delay [ns]
compound gates: 8 / 1.33
xor+xnor: 6 / 1.11
fa+ha+maj: 11 / 3.49
buf+inv: 3 / 0.35
flops: 1 / 0.43
simple gates: 6 / 1.05
[final cells by class]
cell class / count / area, um^2 / area share
timing repair buffer: 179 / 1400 / 0.150
clock inverter: 7 / 76.3 / 0.00817
clock buffer: 9 / 225 / 0.0241
tap: 313 / 392 / 0.0419
sequential: 74 / 1790 / 0.191
multi-input combinational: 657 / 5260 / 0.563
inverter: 54 / 203 / 0.0217
[cells by family after synthesis]
group,synth area share
compound gates,0.146
xor+xnor,0.126
fa+ha+maj,0.151
buf+inv,0.0471
flops,0.254
mux,0.0619
other cells,0.000533
simple gates,0.214
[final timing paths]
kind / start / end / slack (ns)
max: clk_cnt[26] / a_to_g[0] / -1.54
min: pm_flag / pm_flag / 0.37
max reg2reg: clk_cnt[26] / minute[7] / 2.20
min reg2reg: pm_flag / pm_flag / 0.37
max in group clk1: clk_cnt[26] / minute[7] / 2.20
max in group asynchronous: clr / minute[5] / 5.81
min in group clk1: switch[0] / switch[0] / 0.41
min in group asynchronous: clr / clk_cnt[5] / 1.54
[layer usage]
metal / vias to the layer above / GRT usage
met3: 10 / 0.0139
li1: 3171 / -
met2: 59 / 0.240
met5: - / 0
met4: 0 / 0.0198
met1: 2846 / 0.224
[state kept, by name, indices dropped and copies added (netlist names)]
| register | flops |
|---|---|
| minute_alarm | 8 |
| pm_flag | 1 |
| minute | 8 |
| hour | 5 |
| clk_cnt | 29 |
| flag_increase_time | 1 |
| hour_alarm | 5 |
| switch | 17 |
[what timing repair did]
action,4_1_cts,5_1_grt
endpoints found under the hold margin,0,0
gates resized,68,6
endpoints found under the setup margin,9,9
pin swaps,45,11
gates cloned,0,0
setup buffers,17,6
[cell usage in the layout (no fill, tap or decap), types with 10 or more instances in the layout]
cell type / n
sky130_fd_sc_hd__inv_1: 51
sky130_fd_sc_hd__dfxtp_1: 18
sky130_fd_sc_hd__xor2_1: 43
sky130_fd_sc_hd__mux2_2: 17
sky130_fd_sc_hd__fa_1: 12
sky130_fd_sc_hd__nand2_1: 73
sky130_fd_sc_hd__nor3_1: 10
sky130_fd_sc_hd__dfstp_2: 13
sky130_fd_sc_hd__clkdlybuf4s50_1: 21
sky130_fd_sc_hd__o21ai_0: 17
sky130_fd_sc_hd__and3_1: 11
sky130_fd_sc_hd__a21o_1: 18
sky130_fd_sc_hd__mux2i_1: 14
sky130_fd_sc_hd__dfrtp_1: 40
sky130_fd_sc_hd__xnor2_1: 49
sky130_fd_sc_hd__ha_1: 54
sky130_fd_sc_hd__a21oi_1: 28
sky130_fd_sc_hd__nand4_1: 12
sky130_fd_sc_hd__nand3_1: 30
sky130_fd_sc_hd__buf_4: 142
sky130_fd_sc_hd__nor2_1: 79
[where the power goes]
group	switching, W	internal (W)
clock network	0.000157	0.000237
logic	0.000765	0.000825
registers	0.0000793	0.000409
total	0.00100	0.00147
[stage by stage]
stage | setup TNS, ns | std cells | worst slack, ns | area [um^2] | power [W]
2_1_floorplan | -8.49 | 813 | -1.10 | 7190 | 0.00148
3_3_place_gp | -12.39 | 1255 | -1.48 | 8700 | 0.00197
3_5_place_dp | -13.04 | 1255 | -1.53 | 8700 | 0.00198
4_1_cts | -12.27 | 1287 | -1.64 | 9270 | 0.00248
5_1_grt | -15.16 | 1293 | -1.90 | 9350 | 0.00269
6_report | -12.08 | 1293 | -1.54 | 9350 | 0.00247
No activity file was given, so power comes from the tool's default toggle rates.
